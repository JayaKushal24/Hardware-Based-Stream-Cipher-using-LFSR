[flow/run.sh]
#!/bin/bash
# OpenROAD 26Q1-2900-gdf79404cd8, Yosys 0.63+post, stock flow scripts
make -C /OpenROAD-flow-scripts/flow DESIGN_CONFIG=/design/flow/config.mk WORK_HOME=/design/flow/orfs finish
[flow/config.mk]
export PLATFORM = sky130hd
export DESIGN_NAME = simple_LFSR_based_stream_cipher
export DESIGN_NICKNAME = simple_LFSR_based_stream_cipher
export VERILOG_FILES = /design/flow/design.v
export SDC_FILE = /design/flow/constraint.sdc
export NUM_CORES = 4
export LEC_CHECK = 1
export CORE_AREA = 10 10 70 70
export DIE_AREA = 0 0 80 80
[flow/constraint.sdc]
current_design simple_LFSR_based_stream_cipher

set clk_period 1.8
set clk_io_pct 0.2

create_clock -name clk0 -period $clk_period [get_ports {clk}]

set non_clock_inputs [all_inputs -no_clocks]
set_input_delay [expr $clk_period * $clk_io_pct] -clock clk0 $non_clock_inputs
set_output_delay [expr $clk_period * $clk_io_pct] -clock clk0 [all_outputs]
[flow/design.v]
`timescale 1ns / 1ps
module simple_LFSR_based_stream_cipher(
    input wire clk,
    input wire rst,
    output wire lfsr_bit,
    output reg [7:0] state
);
    wire feedback;
    assign feedback = state[6]^state[5]^state[4]^state[0];  
    assign lfsr_bit = state[7];
    always @(posedge clk or posedge rst) begin
        if (rst)
            state <= 8'b0000_0001;  
        else
            state <= {feedback,state[7:1]};
    end
endmodule
==> reports/results.ini <==
[floorplanning]
core_sq_um = 3420
die_h_um = 80
fp_util_pct = 7.00
die_w_um = 80
ioPinCount = 11
die-area_sq_um = 6400
rows = 21

[cts]
path_clk_slew_ns = 0.06
hold_buffers = 0
clock-sinks = 8
cts_tree = yes
cts-root-buf = clkbuf_4
htreeDepth = 1
ctsResizeCount = 0
cts_buffer_depth = 2
post-cts-setup-buffer-count = 0
cts_made_buffers = 3
clk_latency_ns = 0.25

[job]
cap_violations = 0
warnings = 25

[logic_synthesis]
xor_area_share_pct = 11.0
synth_cell_type_count = 6
ys_seq_share_pct = 84.3
synth_adder_area_share_pct = 0
ys_cells = 13
ys_ff = 8
ys_area_sq_um = 239
syn-instance-count = 13
syn-cell-area_sq_um = 239
top_area_share_pct = 73.3
largest_area_cell = dfrtp_1
syn_avg_cell_area_sq_um = 18.4
yosys.area_share.simple_pct = 0
synthTopLogicFamily = XOR/XNOR gates
mux_share_pct = 0
synth_warnings = 1
synthTopCellsByArea = dfrtp_1, dfstp_2, xnor2_1
synthAoiAreaFrac_pct = 0

[global_routing]
grt_pass1_wl_um = 848
grt_antenna_before_repair = 0
grt_pass1_vias = 158
overflow = 0
grt_usage_pct = 1.89
grt_max_degree = 9

[cells_and_area]
drive_above_1_share_pct = 15.4
regMostFlops = state
layout_top_cell = clkdlybuf4s50_1
logic_area_sq_um = 26.3
utilization_pct = 12.2
final_cell_count_no_fill = 72
reg_top3 = state x8
syn2layout_area_growth_pct = 73.8
nFillCells = 401
most-common-layout-cells = clkdlybuf4s50_1, dfrtp_1, clkbuf_4, xnor2_1
largest_reg_flops = 8
regArea_sq_um = 201

[route]
via_per_inst = 2.03
postRouteAntennaNets = 0
drt-initial-drc-count = 0
wire_per_inst_um = 7.50
drtPass1Iterations = 1
antennaDiodeCount = 0
wirelength_um = 540
drc = 0
dr_total_vias = 146

[critical_path]
cpPeakStageDelay_ns = 0.53
arrival_ns = 1.24
start_kind = flop
timing.rr.start = state[0]
end_kind = primary output
slowest_stage = dfstp_2
path_buffers = 1
reg2reg_slack_ns = 0.87
worstPathRequired_ns = 1.44
reg2regPathDepth = 2
critical_path.cell_chain = clkdlybuf4s50_1
cp_max_fo = 2
crit_family = flip-flops
path_class = flop to primary output
r2r_end = state[7]

[power_and_ir_drop]
seqPwrFrac_pct = 54.8
p_leak_nw = 0.175
pwr-share-clk_pct = 43.5
power.density_nw_per_um2 = 791
total_power_mw = 0.329
power.switching_mw = 0.0619
comb_power_share_pct = 1.7
internal_power_mw = 0.267
ir_worst_vdd_v = 0.000187
swShare_pct = 18.8

[final_timing]
finalCriticalPeriod_ns = 1.60
slew_headroom_pct = 80.7
skew_ns = 0.0103
final-hold-violation-count = 0
tns_ns = 0
rsz0062_at_grt = false
drv_slew = 0
worstMarginPinSlew_ns = 0.289
max_freq_mhz = 624
setup_viol = 0
hold_ws_ns = 0.349
fin_crit_sh_pct = 89.0

[placement]
dp_hpwl_um = 433
portBuffers = 10
place_inst = 68
place.gp.congestion = 0.716

[hold_path]
hold_path_class = input port to asynchronous set/reset pin

[run_status]
status = finished, final reports clean

## power by group through the flow
stage	Combinational (mW)	Clock [mW]	Sequential, mW
4_1_cts	0.00571	0.149	0.180
5_1_grt	0.00634	0.165	0.180
6_report	0.00547	0.143	0.180
## per-stage QoR
| step | instance area [sq um] | setup slack [ns] |
|---|---|---|
| 2_1_floorplan | 239 | 0.941 |
| 3_3_place_gp | 389 | 0.466 |
| 3_5_place_dp | 389 | 0.455 |
| 4_1_cts | 415 | 0.184 |
| 5_1_grt | 415 | 0.147 |
| 6_report | 415 | 0.199 |
## Yosys cell counts
master,instances
inv_1,1
dfstp_2,1
dfrtp_1,7
buf_4,1
xor2_1,1
xnor2_1,2
## worst max-delay path by stage
stage	cells after the start	startpoint	to
final	1	state[0]	state[0]
after global routing	1	state[0]	state[0]
after CTS	1	state[0]	state[0]
## layer usage
layer,wire length [um],track usage (%)
met2,100,1.20
met4,0,0.352
met5,0,0
met1,230,2.09
met3,208,3.75
## layout make-up
type                       instances  share of cell area, %
inverter                           1                  0.904
timing repair buffer              10                   24.1
sequential                         8                   48.5
multi-input combinational          3                   6.33
tap                               46                   13.9
clock buffer                       4                   6.33
## logic make-up (layout without fill, tap and decap cells)
group,Yosys count,after routing
xor gates and xnor gates,3,3
buffers and inverters,2,15
DFF,8,8
Power is estimated from default activity; no workload was simulated.
